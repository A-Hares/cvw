### design.v
package cvw;
typedef struct packed {
  int           XLEN;      
  logic         IEEE754;   
  int           MISA;      
  int           AHBW;      
  int           RAM_LATENCY;  
  logic         BURST_EN;  
  logic         ZICSR_SUPPORTED;
  logic         ZIFENCEI_SUPPORTED;
  logic [11:0]  COUNTERS;
  logic         ZICNTR_SUPPORTED;
  logic         ZIHPM_SUPPORTED;
  logic         ZFH_SUPPORTED;
  logic         ZFA_SUPPORTED;
  logic         SSTC_SUPPORTED;
  logic         VIRTMEM_SUPPORTED;
  logic         VECTORED_INTERRUPTS_SUPPORTED;
  logic         BIGENDIAN_SUPPORTED;
  logic         SVADU_SUPPORTED;
  logic         ZMMUL_SUPPORTED;
  logic         ZICBOM_SUPPORTED;
  logic         ZICBOZ_SUPPORTED;
  logic         ZICBOP_SUPPORTED;
  logic         ZICCLSM_SUPPORTED;
  logic         ZICOND_SUPPORTED;
  logic         SVPBMT_SUPPORTED;
  logic         SVNAPOT_SUPPORTED;
  logic         SVINVAL_SUPPORTED;
  logic         BUS_SUPPORTED;
  logic         DCACHE_SUPPORTED;
  logic         ICACHE_SUPPORTED;
  logic         FETCHBUFFER_SUPPORTED;
  int           ITLB_ENTRIES;
  int           DTLB_ENTRIES;
  int           DCACHE_NUMWAYS;
  int           DCACHE_WAYSIZEINBYTES;
  int           DCACHE_LINELENINBITS;
  int           ICACHE_NUMWAYS;
  int           ICACHE_WAYSIZEINBYTES;
  int           ICACHE_LINELENINBITS;
  int           CACHE_SRAMLEN;
  int           IDIV_BITSPERCYCLE;
  logic         IDIV_ON_FPU;
  int           PMP_ENTRIES;
  logic [63:0]  RESET_VECTOR;
  int           WFI_TIMEOUT_BIT;
  logic         DTIM_SUPPORTED;
  logic [63:0]  DTIM_BASE;
  logic [63:0]  DTIM_RANGE;
  logic         IROM_SUPPORTED;
  logic [63:0]  IROM_BASE;
  logic [63:0]  IROM_RANGE;
  logic         BOOTROM_SUPPORTED;
  logic [63:0]  BOOTROM_BASE;
  logic [63:0]  BOOTROM_RANGE;
  logic         BOOTROM_PRELOAD;
  logic         UNCORE_RAM_SUPPORTED;
  logic [63:0]  UNCORE_RAM_BASE;
  logic [63:0]  UNCORE_RAM_RANGE;
  logic         UNCORE_RAM_PRELOAD;
  logic         EXT_MEM_SUPPORTED;
  logic [63:0]  EXT_MEM_BASE;
  logic [63:0]  EXT_MEM_RANGE;
  logic         CLINT_SUPPORTED;
  logic [63:0]  CLINT_BASE;
  logic [63:0]  CLINT_RANGE;
  logic         GPIO_SUPPORTED;
  logic [63:0]  GPIO_BASE;
  logic [63:0]  GPIO_RANGE;
  logic         UART_SUPPORTED;
  logic [63:0]  UART_BASE;
  logic [63:0]  UART_RANGE;
  logic         PLIC_SUPPORTED;
  logic [63:0]  PLIC_BASE;
  logic [63:0]  PLIC_RANGE;
  logic         SDC_SUPPORTED;
  logic [63:0]  SDC_BASE;
  logic [63:0]  SDC_RANGE;
  logic         SPI_SUPPORTED;
  logic [63:0]  SPI_BASE;
  logic [63:0]  SPI_RANGE;
  logic         GPIO_LOOPBACK_TEST;
  logic         SPI_LOOPBACK_TEST;
  int           UART_PRESCALE ;
  int           PLIC_NUM_SRC;
  logic         PLIC_NUM_SRC_LT_32;
  int           PLIC_GPIO_ID;
  int           PLIC_UART_ID;
  int           PLIC_SPI_ID;
  int           PLIC_SDC_ID;
  logic                BPRED_SUPPORTED;
  logic [31:0]         BPRED_TYPE;
  int                  BPRED_NUM_LHR;
  int                  BPRED_SIZE;
  int                  BTB_SIZE;
  int                  RAS_SIZE;
  logic                INSTR_CLASS_PRED;  
  int           RADIX;
  int           DIVCOPIES;
  logic         ZBA_SUPPORTED;
  logic         ZBB_SUPPORTED;
  logic         ZBC_SUPPORTED;
  logic         ZBS_SUPPORTED;
  logic         ZCA_SUPPORTED;
  logic         ZCB_SUPPORTED;
  logic         ZCD_SUPPORTED;
  logic         ZCF_SUPPORTED;
  logic         ZBKB_SUPPORTED;
  logic         ZBKC_SUPPORTED;
  logic         ZBKX_SUPPORTED;
  logic         ZKND_SUPPORTED;
  logic         ZKNE_SUPPORTED;
  logic         ZKNH_SUPPORTED;
  logic         ZK_SUPPORTED;
  logic         USE_SRAM;
  logic [1:0] M_MODE ;
  logic [1:0] S_MODE ;
  logic [1:0] U_MODE ;
  int VPN_SEGMENT_BITS;
  int VPN_BITS;
  int PPN_BITS;
  int PA_BITS;
  int SVMODE_BITS;
  int ASID_BASE;
  int ASID_BITS;
  logic [3:0] NO_TRANSLATE;
  logic [3:0] SV32; 
  logic [3:0] SV39;
  logic [3:0] SV48;
  logic A_SUPPORTED;
  logic B_SUPPORTED;
  logic C_SUPPORTED;
  logic COMPRESSED_SUPPORTED;   
  logic D_SUPPORTED;
  logic E_SUPPORTED;
  logic F_SUPPORTED;
  logic I_SUPPORTED;
  logic K_SUPPORTED;
  logic M_SUPPORTED;
  logic Q_SUPPORTED;
  logic S_SUPPORTED;
  logic U_SUPPORTED;
  int LOG_XLEN;
  int PMPCFG_ENTRIES;
  int         Q_LEN;
  int         Q_NE;
  int         Q_NF;
  int         Q_BIAS;
  logic [1:0] Q_FMT;
  int         D_LEN;
  int         D_NE;
  int         D_NF;
  int         D_BIAS;
  logic [1:0] D_FMT;
  int         S_LEN;
  int         S_NE;
  int         S_NF;
  int         S_BIAS;
  logic [1:0] S_FMT;
  int         H_LEN;
  int         H_NE;
  int         H_NF;
  int         H_BIAS;
  logic [1:0] H_FMT;
  int FLEN;
  int         NE  ;
  int         NF  ;
  logic [1:0] FMT ;
  int         BIAS;
  int         FPSIZES;
  int         FMTBITS;
  int         LEN1 ;
  int         NE1  ;
  int         NF1  ;
  logic [1:0] FMT1 ;
  int         BIAS1;
  int         LEN2 ;
  int         NE2  ;
  int         NF2  ;
  logic [1:0] FMT2 ;
  int         BIAS2;
  int CVTLEN;
  int LLEN;
  int LOGCVTLEN;
  int NORMSHIFTSZ;
  int LOGNORMSHIFTSZ;
  int CORRSHIFTSZ;
  int LOGR       ;
  int RK         ;
  int FPDUR      ;
  int DURLEN     ;
  int DIVb       ;
  int DIVBLEN    ;
} cvw_t;
endpackage
module mux2 #(parameter WIDTH = 8) (
  input  logic [WIDTH-1:0] d0, d1, 
  input  logic             s, 
  output logic [WIDTH-1:0] y);
  assign y = s ? d1 : d0; 
endmodule
module mux3 #(parameter WIDTH = 8) (
  input  logic [WIDTH-1:0] d0, d1, d2,
  input  logic [1:0]       s, 
  output logic [WIDTH-1:0] y);
  assign y = s[1] ? d2 : (s[0] ? d1 : d0);  
endmodule
module mux4 #(parameter WIDTH = 8) (
  input  logic [WIDTH-1:0] d0, d1, d2, d3,
  input  logic [1:0]       s, 
  output logic [WIDTH-1:0] y);
  assign y = s[1] ? (s[0] ? d3 : d2) : (s[0] ? d1 : d0); 
endmodule
module mux5 #(parameter WIDTH = 8) (
  input  logic [WIDTH-1:0] d0, d1, d2, d3, d4,
  input  logic [2:0]       s, 
  output logic [WIDTH-1:0] y);
  assign y = s[2] ? d4 : (s[1] ? (s[0] ? d3 : d2) : (s[0] ? d1 : d0)); 
endmodule
module mux6 #(parameter WIDTH = 8) (
  input  logic [WIDTH-1:0] d0, d1, d2, d3, d4, d5,
  input  logic [2:0]       s, 
  output logic [WIDTH-1:0] y);
  assign y = s[2] ? (s[0] ? d5 : d4) : (s[1] ? (s[0] ? d3 : d2) : (s[0] ? d1 : d0)); 
endmodule  
module mux7 #(parameter WIDTH = 8) (
  input  logic [WIDTH-1:0] d0, d1, d2, d3, d4, d5, d6,
  input  logic [2:0]       s,
  output logic [WIDTH-1:0] y);
  assign y = s[2] ? (s[1] ? d6 : (s[0] ? d5 : d4)) : (s[1] ? (s[0] ? d3 : d2) : (s[0] ? d1 : d0));
endmodule
module zknh64 (
   input  logic [63:0] A, B, 
   input  logic [3:0]  ZKNHSelect,
   output logic [63:0] ZKNHResult
);
   logic [31:0]         sha256_32;
   logic [63:0] 	sha256res, sha512res;   
   sha256 sha256(A[31:0], ZKNHSelect[1:0], sha256_32);                     
   assign sha256res = {{32{sha256_32[31]}}, sha256_32};                    
   sha512_64 sha512(A, ZKNHSelect[1:0], sha512res);                        
   mux2 #(64) resultmux(sha256res, sha512res, ZKNHSelect[3], ZKNHResult);  
endmodule
module sha256 (
   input  logic [31:0] A,
   input  logic [1:0]  ZKNHSelect,
   output logic [31:0] result
);
   logic [31:0] x[4][3];
   logic [31:0] y[3];
   assign x[0][0] = {A[6:0], A[31:7]};
   assign x[0][1] = {A[17:0], A[31:18]};
   assign x[0][2] = {3'b0, A[31:3]};
   assign x[1][0] = {A[16:0], A[31:17]};
   assign x[1][1] = {A[18:0], A[31:19]};
   assign x[1][2] = {10'b0, A[31:10]};
   assign x[2][0] = {A[1:0],  A[31:2]};
   assign x[2][1] = {A[12:0], A[31:13]};
   assign x[2][2] = {A[21:0], A[31:22]};
   assign x[3][0] = {A[5:0], A[31:6]};
   assign x[3][1] ={A[10:0], A[31:11]};
   assign x[3][2] = {A[24:0], A[31:25]};
   assign y[0] = x[ZKNHSelect[1:0]][0]; 
   assign y[1] = x[ZKNHSelect[1:0]][1]; 
   assign y[2] = x[ZKNHSelect[1:0]][2]; 
   assign result = y[0] ^ y[1] ^ y[2];
endmodule
module sha512_64 (
   input  logic [63:0] A,
   input  logic [1:0]  ZKNHSelect,
   output logic [63:0] result
);
   logic [63:0] x[4][3];
   logic [63:0] y[3];
   assign x[0][0] = {A[0],   A[63:1]};
   assign x[0][1] = {A[7:0], A[63:8]};
   assign x[0][2] = A >> 7;
   assign x[1][0] = {A[18:0], A[63:19]};
   assign x[1][1] = {A[60:0], A[63:61]};
   assign x[1][2] = A >> 6;
   assign x[2][0] = {A[27:0], A[63:28]};
   assign x[2][1] = {A[33:0], A[63:34]};
   assign x[2][2] = {A[38:0], A[63:39]};
   assign x[3][0] = {A[13:0], A[63:14]};
   assign x[3][1] = {A[17:0], A[63:18]};
   assign x[3][2] = {A[40:0], A[63:41]};
   assign y[0] = x[ZKNHSelect[1:0]][0]; 
   assign y[1] = x[ZKNHSelect[1:0]][1]; 
   assign y[2] = x[ZKNHSelect[1:0]][2]; 
   assign result = y[0] ^ y[1] ^ y[2];
endmodule
### run.sh
#!/bin/bash
# OpenROAD 26Q1-2900-gdf79404cd8, Yosys 0.63+post, stock flow scripts
make -C /OpenROAD-flow-scripts/flow DESIGN_CONFIG=/design/flow/config.mk WORK_HOME=/design/flow/orfs finish
### config.mk
export PLATFORM = sky130hd
export DESIGN_NAME = zknh64
export DESIGN_NICKNAME = zknh64
export VERILOG_FILES = /design/flow/design.v
export SDC_FILE = /design/flow/constraint.sdc
export NUM_CORES = 4
export LEC_CHECK = 1
export CORE_UTILIZATION = 40
### constraint.sdc
current_design zknh64

set clk_period 5.1
set clk_io_pct 0.2

create_clock -name clk0 -period $clk_period

set non_clock_inputs [all_inputs -no_clocks]
set_input_delay [expr $clk_period * $clk_io_pct] -clock clk0 $non_clock_inputs
set_output_delay [expr $clk_period * $clk_io_pct] -clock clk0 [all_outputs]
==> run summary <==
run results: Err [ERROR GRT-0116] Global routing finished with congestion. Check the congestion regions in the DRC Viewer., Post-DP HPWL approximately 130000 microns, Hold-fix buffers, CTS 0, GP Congestion roughly 1.8, IO Count a little under 200, Die Wd ~210 microns, post-synth cell types roughly 86, Mean Syn Cell Area between 5 and 6 sq um, die height between 200 and 250 microns, Total GRT Usage 0.933, Init Core Util 0.408, std cell rows ~76, chip area in the Yosys report roughly 18000 sq um, global route overflow about 2300, Halt Stage 5_1_grt, first-pass GRT wire length ~300000 microns, Port Buffers ~130, largest net degree at the start of global routing 56, Mapped Cells ~3000, status did not finish, Yosys Instances between 2000 and 3000, register share after synthesis 0, pre-CTS setup slack -0.614 ns, number of global-route vias before repair about 37000, Inst Count DP ~4300, Yosys warnings 6, Mapped Area around 18000 sq um
## cells by family after synthesis
kind of cell,count (synthesis),synth area share
and+or+nand+nor,1048,0.298
xor gates and xnor gates,191,0.0943
muxes,25,0.0142
AOI/OAI and AO/OA,1258,0.473
adders and majority gates,7,0.00494
buffers and inverters,456,0.116
## metal layers
metal,track usage,overflow
met5,0.867,69
met3,0.887,369
met4,0.931,505
met1,0.896,316
met2,1.02,1011
## synthesized netlist by cell type, types with 17 or more instances
master | count | area share
o21ai_0 | 460 | 0.13
nand2_1 | 333 | 0.070
clkbuf_1 | 268 | 0.057
and2_1 | 193 | 0.068
nor2_1 | 179 | 0.038
a21oi_1 | 171 | 0.048
xnor2_1 | 149 | 0.074
nand4_1 | 117 | 0.041
buf_2 | 115 | 0.032
o31ai_1 | 92 | 0.039
nand3_1 | 73 | 0.021
o41ai_1 | 65 | 0.032
a31oi_1 | 54 | 0.019
a21o_1 | 49 | 0.021
xor2_1 | 42 | 0.021
a211oi_1 | 37 | 0.016
o2111ai_1 | 35 | 0.017
a221oi_1 | 34 | 0.017
nor3_1 | 34 | 0.0096
a41oi_1 | 31 | 0.015
o21a_1 | 28 | 0.012
a211o_1 | 27 | 0.013
a2111oi_0 | 24 | 0.012
mux2i_1 | 24 | 0.014
inv_1 | 23 | 0.0049
and2_0 | 21 | 0.0074
buf_4 | 18 | 0.0076
buf_6 | 17 | 0.011
## stage by stage
step / utilization / power (W) / hold slack, ns / setup TNS (ns) / area [sq um]
CTS: 0.621 / 0.00395 / 2.90 / 0 / 27000
global placement: 0.605 / 0.00384 / 2.87 / -22.96 / 26300
detailed placement: 0.606 / 0.00384 / 2.89 / -20.34 / 26300
floorplan: - / 0.00170 / 2.37 / 0 / 17700
## timing repair
action                                  CTS
cloned                                    0
setup buffers                             6
gates resized                           150
endpoints found under the setup margin   64
pin swaps                                23
Power and IR drop assume default switching activity.
