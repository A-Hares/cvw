--- flow/run.sh ---
#!/bin/bash
# OpenROAD 26Q1-2900-gdf79404cd8, Yosys 0.63+post, stock flow scripts
make -C /OpenROAD-flow-scripts/flow DESIGN_CONFIG=/design/flow/config.mk WORK_HOME=/design/flow/orfs finish
--- flow/config.mk ---
export PLATFORM = sky130hd
export DESIGN_NAME = zbc
export DESIGN_NICKNAME = zbc
export VERILOG_FILES = /design/flow/design.v
export SDC_FILE = /design/flow/constraint.sdc
export NUM_CORES = 4
export LEC_CHECK = 1
export CORE_UTILIZATION = 50
--- flow/constraint.sdc ---
current_design zbc

set clk_period 6.9
set clk_io_pct 0.2

create_clock -name clk0 -period $clk_period

set non_clock_inputs [all_inputs -no_clocks]
set_input_delay [expr $clk_period * $clk_io_pct] -clock clk0 $non_clock_inputs
set_output_delay [expr $clk_period * $clk_io_pct] -clock clk0 [all_outputs]
--- flow/design.v ---
package cvw;
typedef struct packed {
  int           XLEN;      
  logic         IEEE754;   
  int           MISA;      
  int           AHBW;      
  int           RAM_LATENCY;  
  logic         BURST_EN;  
  logic         ZICSR_SUPPORTED;
  logic         ZIFENCEI_SUPPORTED;
  logic [11:0]  COUNTERS;
  logic         ZICNTR_SUPPORTED;
  logic         ZIHPM_SUPPORTED;
  logic         ZFH_SUPPORTED;
  logic         ZFA_SUPPORTED;
  logic         SSTC_SUPPORTED;
  logic         VIRTMEM_SUPPORTED;
  logic         VECTORED_INTERRUPTS_SUPPORTED;
  logic         BIGENDIAN_SUPPORTED;
  logic         SVADU_SUPPORTED;
  logic         ZMMUL_SUPPORTED;
  logic         ZICBOM_SUPPORTED;
  logic         ZICBOZ_SUPPORTED;
  logic         ZICBOP_SUPPORTED;
  logic         ZICCLSM_SUPPORTED;
  logic         ZICOND_SUPPORTED;
  logic         SVPBMT_SUPPORTED;
  logic         SVNAPOT_SUPPORTED;
  logic         SVINVAL_SUPPORTED;
  logic         BUS_SUPPORTED;
  logic         DCACHE_SUPPORTED;
  logic         ICACHE_SUPPORTED;
  logic         FETCHBUFFER_SUPPORTED;
  int           ITLB_ENTRIES;
  int           DTLB_ENTRIES;
  int           DCACHE_NUMWAYS;
  int           DCACHE_WAYSIZEINBYTES;
  int           DCACHE_LINELENINBITS;
  int           ICACHE_NUMWAYS;
  int           ICACHE_WAYSIZEINBYTES;
  int           ICACHE_LINELENINBITS;
  int           CACHE_SRAMLEN;
  int           IDIV_BITSPERCYCLE;
  logic         IDIV_ON_FPU;
  int           PMP_ENTRIES;
  logic [63:0]  RESET_VECTOR;
  int           WFI_TIMEOUT_BIT;
  logic         DTIM_SUPPORTED;
  logic [63:0]  DTIM_BASE;
  logic [63:0]  DTIM_RANGE;
  logic         IROM_SUPPORTED;
  logic [63:0]  IROM_BASE;
  logic [63:0]  IROM_RANGE;
  logic         BOOTROM_SUPPORTED;
  logic [63:0]  BOOTROM_BASE;
  logic [63:0]  BOOTROM_RANGE;
  logic         BOOTROM_PRELOAD;
  logic         UNCORE_RAM_SUPPORTED;
  logic [63:0]  UNCORE_RAM_BASE;
  logic [63:0]  UNCORE_RAM_RANGE;
  logic         UNCORE_RAM_PRELOAD;
  logic         EXT_MEM_SUPPORTED;
  logic [63:0]  EXT_MEM_BASE;
  logic [63:0]  EXT_MEM_RANGE;
  logic         CLINT_SUPPORTED;
  logic [63:0]  CLINT_BASE;
  logic [63:0]  CLINT_RANGE;
  logic         GPIO_SUPPORTED;
  logic [63:0]  GPIO_BASE;
  logic [63:0]  GPIO_RANGE;
  logic         UART_SUPPORTED;
  logic [63:0]  UART_BASE;
  logic [63:0]  UART_RANGE;
  logic         PLIC_SUPPORTED;
  logic [63:0]  PLIC_BASE;
  logic [63:0]  PLIC_RANGE;
  logic         SDC_SUPPORTED;
  logic [63:0]  SDC_BASE;
  logic [63:0]  SDC_RANGE;
  logic         SPI_SUPPORTED;
  logic [63:0]  SPI_BASE;
  logic [63:0]  SPI_RANGE;
  logic         GPIO_LOOPBACK_TEST;
  logic         SPI_LOOPBACK_TEST;
  int           UART_PRESCALE ;
  int           PLIC_NUM_SRC;
  logic         PLIC_NUM_SRC_LT_32;
  int           PLIC_GPIO_ID;
  int           PLIC_UART_ID;
  int           PLIC_SPI_ID;
  int           PLIC_SDC_ID;
  logic                BPRED_SUPPORTED;
  logic [31:0]         BPRED_TYPE;
  int                  BPRED_NUM_LHR;
  int                  BPRED_SIZE;
  int                  BTB_SIZE;
  int                  RAS_SIZE;
  logic                INSTR_CLASS_PRED;  
  int           RADIX;
  int           DIVCOPIES;
  logic         ZBA_SUPPORTED;
  logic         ZBB_SUPPORTED;
  logic         ZBC_SUPPORTED;
  logic         ZBS_SUPPORTED;
  logic         ZCA_SUPPORTED;
  logic         ZCB_SUPPORTED;
  logic         ZCD_SUPPORTED;
  logic         ZCF_SUPPORTED;
  logic         ZBKB_SUPPORTED;
  logic         ZBKC_SUPPORTED;
  logic         ZBKX_SUPPORTED;
  logic         ZKND_SUPPORTED;
  logic         ZKNE_SUPPORTED;
  logic         ZKNH_SUPPORTED;
  logic         ZK_SUPPORTED;
  logic         USE_SRAM;
  logic [1:0] M_MODE ;
  logic [1:0] S_MODE ;
  logic [1:0] U_MODE ;
  int VPN_SEGMENT_BITS;
  int VPN_BITS;
  int PPN_BITS;
  int PA_BITS;
  int SVMODE_BITS;
  int ASID_BASE;
  int ASID_BITS;
  logic [3:0] NO_TRANSLATE;
  logic [3:0] SV32; 
  logic [3:0] SV39;
  logic [3:0] SV48;
  logic A_SUPPORTED;
  logic B_SUPPORTED;
  logic C_SUPPORTED;
  logic COMPRESSED_SUPPORTED;   
  logic D_SUPPORTED;
  logic E_SUPPORTED;
  logic F_SUPPORTED;
  logic I_SUPPORTED;
  logic K_SUPPORTED;
  logic M_SUPPORTED;
  logic Q_SUPPORTED;
  logic S_SUPPORTED;
  logic U_SUPPORTED;
  int LOG_XLEN;
  int PMPCFG_ENTRIES;
  int         Q_LEN;
  int         Q_NE;
  int         Q_NF;
  int         Q_BIAS;
  logic [1:0] Q_FMT;
  int         D_LEN;
  int         D_NE;
  int         D_NF;
  int         D_BIAS;
  logic [1:0] D_FMT;
  int         S_LEN;
  int         S_NE;
  int         S_NF;
  int         S_BIAS;
  logic [1:0] S_FMT;
  int         H_LEN;
  int         H_NE;
  int         H_NF;
  int         H_BIAS;
  logic [1:0] H_FMT;
  int FLEN;
  int         NE  ;
  int         NF  ;
  logic [1:0] FMT ;
  int         BIAS;
  int         FPSIZES;
  int         FMTBITS;
  int         LEN1 ;
  int         NE1  ;
  int         NF1  ;
  logic [1:0] FMT1 ;
  int         BIAS1;
  int         LEN2 ;
  int         NE2  ;
  int         NF2  ;
  logic [1:0] FMT2 ;
  int         BIAS2;
  int CVTLEN;
  int LLEN;
  int LOGCVTLEN;
  int NORMSHIFTSZ;
  int LOGNORMSHIFTSZ;
  int CORRSHIFTSZ;
  int LOGR       ;
  int RK         ;
  int FPDUR      ;
  int DURLEN     ;
  int DIVb       ;
  int DIVBLEN    ;
} cvw_t;
endpackage
module mux2 #(parameter WIDTH = 8) (
  input  logic [WIDTH-1:0] d0, d1, 
  input  logic             s, 
  output logic [WIDTH-1:0] y);
  assign y = s ? d1 : d0; 
endmodule
module mux3 #(parameter WIDTH = 8) (
  input  logic [WIDTH-1:0] d0, d1, d2,
  input  logic [1:0]       s, 
  output logic [WIDTH-1:0] y);
  assign y = s[1] ? d2 : (s[0] ? d1 : d0);  
endmodule
module mux4 #(parameter WIDTH = 8) (
  input  logic [WIDTH-1:0] d0, d1, d2, d3,
  input  logic [1:0]       s, 
  output logic [WIDTH-1:0] y);
  assign y = s[1] ? (s[0] ? d3 : d2) : (s[0] ? d1 : d0); 
endmodule
module mux5 #(parameter WIDTH = 8) (
  input  logic [WIDTH-1:0] d0, d1, d2, d3, d4,
  input  logic [2:0]       s, 
  output logic [WIDTH-1:0] y);
  assign y = s[2] ? d4 : (s[1] ? (s[0] ? d3 : d2) : (s[0] ? d1 : d0)); 
endmodule
module mux6 #(parameter WIDTH = 8) (
  input  logic [WIDTH-1:0] d0, d1, d2, d3, d4, d5,
  input  logic [2:0]       s, 
  output logic [WIDTH-1:0] y);
  assign y = s[2] ? (s[0] ? d5 : d4) : (s[1] ? (s[0] ? d3 : d2) : (s[0] ? d1 : d0)); 
endmodule  
module mux7 #(parameter WIDTH = 8) (
  input  logic [WIDTH-1:0] d0, d1, d2, d3, d4, d5, d6,
  input  logic [2:0]       s,
  output logic [WIDTH-1:0] y);
  assign y = s[2] ? (s[1] ? d6 : (s[0] ? d5 : d4)) : (s[1] ? (s[0] ? d3 : d2) : (s[0] ? d1 : d0));
endmodule
module bitreverse #(parameter WIDTH=32) (
  input  logic [WIDTH-1:0] A,
  output logic [WIDTH-1:0] RevA);
  genvar i;
  for (i=0; i<WIDTH;i++) begin:loop
    assign RevA[WIDTH-i-1] = A[i];
  end
endmodule
module clmul #(parameter WIDTH=32) (
  input  logic [WIDTH-1:0] X, Y,              
  output logic [WIDTH-1:0] ClmulResult);      
  logic [(WIDTH*WIDTH)-1:0] S;                
  integer i,j;
  always_comb begin
    for (i=0;i<WIDTH;i++) begin: outer
      S[WIDTH*i] = X[0] & Y[i];
      for (j=1;j<=i;j++) begin: inner
        S[WIDTH*i+j] = (X[j] & Y[i-j]) ^ S[WIDTH*i+j-1];
      end
      ClmulResult[i] = S[WIDTH*i+j-1];
    end
  end
endmodule
module zbc #(parameter WIDTH=32) (
  input  logic [WIDTH-1:0] A, RevA, B,        
  input  logic [2:0]       Funct3,            
  output logic [WIDTH-1:0] ZBCResult);        
  logic [WIDTH-1:0] ClmulResult, RevClmulResult;
  logic [WIDTH-1:0] RevB;
  logic [WIDTH-1:0] X, Y;
  bitreverse #(WIDTH) brB(B, RevB);
  mux3 #(WIDTH) xmux({RevA[WIDTH-2:0], {1'b0}}, RevA, A, ~Funct3[1:0], X);
  mux2 #(WIDTH) ymux(RevB, B, ~Funct3[1], Y);
  clmul #(WIDTH) clm(.X, .Y, .ClmulResult);
  bitreverse  #(WIDTH) brClmulResult(ClmulResult, RevClmulResult);
  mux2 #(WIDTH) zbcresultmux(ClmulResult, RevClmulResult, Funct3[1], ZBCResult);
endmodule
==> reports/summary.log <==
INFO  critical_path  path_class=input port to output port
INFO  sta            slew-limit-headroom=0.383
INFO  sta            finalCriticalPeriod=6510ps
INFO  global_route   pin_count_of_the_biggest_net_entering_global_routing=89
INFO  global_route   antenna_found_initial=0
INFO  pwr            vdd_drop_max=278µV
INFO  route          antenna_cells=0
INFO  route          drt_iter0_markers=673
INFO  sta            hold_viol_final=0
INFO  sta            finalMaxSlewViolations=0
INFO  route          firstDrtPassIters=7
INFO  floorplan      chip_height=136µm
INFO  final_layout   area_growth=16.7%
INFO  sta            setup_viol_count_final=0
INFO  route          aggregate_routed_wire_length=36500µm
INFO  floorplan      width_of_the_die=136µm
INFO  pwr            fin_total_pwr=2720µW
INFO  final_layout   clockBufferCount=0
INFO  placed_design  finalWeightedCongestion=0.926
INFO  outcome        status=complete, no violations
INFO  clocking       post-cts-setup-buffer-count=0
INFO  run            drv.max_cap_violation_count=0
INFO  final_layout   layout-drive-gt1-share=0.0963
INFO  sta            grt_setup_unrepaired=false
INFO  yosys          synth.lib_cells_used.distinct=44
INFO  yosys          post_synth.cell_area_avg=6.99µm²
INFO  global_route   grt_util_all_layers=0.402
INFO  sta            worst_slew_pin_slew=925ps
INFO  hold_path      timing.hold.worst.class=input port to output port
INFO  hold_path      hold-path-cell-count=3
INFO  route          wire_per_inst=22.6µm
INFO  floorplan      chipArea=18500µm²
INFO  route          drt_drc_violations_left=0
INFO  final_layout   mi_logic_area=8370µm²
INFO  final_layout   final.fill_count=1646
INFO  final_layout   most_frequently_placed_logic_cell_in_the_final_layout=sky130_fd_sc_hd__nand2_1
INFO  run            warnings=33
INFO  clocking       ctsHoldBuffers=0
INFO  sta            max_clock_freq=154MHz
INFO  pwr            leakagePower=0.00452µW
INFO  hold_path      hold_ep=ZBCResult[0]
INFO  clocking       number_of_gates_resized_after_cts=0
INFO  critical_path  arrival_worst_endpoint=5130ps
INFO  yosys          syn_inst=1285
INFO  final_layout   sequential_cell_area=0µm²
INFO  floorplan      fp_core_util=0.515
INFO  yosys          synth_area=8980µm²
INFO  floorplan      placement_rows=48
INFO  placed_design  port_buffers=130
INFO  critical_path  critical_path.max_fanout=88
INFO  hold_path      hold_start=Funct3[1]
INFO  yosys          ys_area=8980µm²
INFO  final_layout   post-route-util=0.602
INFO  critical_path  worstSetupStartpointType=input port
INFO  route          via_per_inst=5.53
INFO  final_layout   final_layout_top_logic_cells=sky130_fd_sc_hd__nand2_1 (385), sky130_fd_sc_hd__xnor2_1 (304), sky130_fd_sc_hd__nor2_1 (162), sky130_fd_sc_hd__clkdlybuf4s50_1 (128), sky130_fd_sc_hd__xor2_1 (100)
INFO  sta            setup_total_negative_slack=0ps
INFO  global_route   global_route.overflow_total=0
INFO  global_route   vias_in_the_first_global_route=8132
INFO  sta            final_min_period_over_clock_period=0.943
INFO  critical_path  worstSetupEndpointType=output port
INFO  placed_design  hpwl=25700µm
INFO  floorplan      core_area=17400µm²
INFO  global_route   grt_pass1_wl=52100µm
INFO  pwr            power_per_cell_area=260nW/µm²
INFO  final_layout   number_of_sequential_cells=0
INFO  yosys          yosysSeqAreaShare=0
INFO  route          detailroute.via_count=8950
INFO  route          remaining_antenna_violation_count=0
INFO  yosys          yosysCellCount=1285
INFO  floorplan      floorplan.io_pins=131
INFO  critical_path  timing.critical_path.required=5520ps
INFO  yosys          yosysWarnings=1
[cell families after synthesis]
kind of cell	Yosys count	synth area share
multiplexers	96	0.116
XOR/XNOR	451	0.510
buffers and inverters	95	0.0686
AND/OR/NAND/NOR	561	0.240
AND-OR/OR-AND	82	0.0657
[critical path, cell delays in order]
cell,delay [ps]
sky130_fd_sc_hd__buf_6,560
sky130_fd_sc_hd__buf_4,390
sky130_fd_sc_hd__mux2i_1,390
sky130_fd_sc_hd__a211oi_1,100
sky130_fd_sc_hd__xnor2_1,260
sky130_fd_sc_hd__xnor2_1,150
sky130_fd_sc_hd__xnor3_1,420
sky130_fd_sc_hd__xnor3_1,270
sky130_fd_sc_hd__xnor3_1,480
sky130_fd_sc_hd__mux2i_1,170
sky130_fd_sc_hd__clkdlybuf4s50_1,490
[how the worst max path moves through the flow]
| stage | start | to | cells past startpoint |
|---|---|---|---|
| after global routing | Funct3[1] | ZBCResult[30] | 11 |
| final | Funct3[1] | ZBCResult[30] | 11 |
| after CTS | Funct3[1] | ZBCResult[30] | 11 |
[through the flow]
stage | hold slack, ps | std cells | setup slack [ps] | instance area [µm²]
final | 3780 | 1617 | 392 | 10500
after global routing | 3800 | 1617 | 251 | 10500
after CTS | 3770 | 1617 | 439 | 10500
after detailed placement | 3780 | 1617 | 456 | 10500
after global placement | 3770 | 1617 | 471 | 10500
after floorplan | 2820 | 1285 | 1880 | 8980
[layer usage]
metal | routed length, µm | up-vias | track usage
met5 | 0 | - | 0
met4 | 1440 | 0 | 0.140
met3 | 3830 | 93 | 0.0608
met2 | 16500 | 498 | 0.644
met1 | 14700 | 4113 | 0.554
li1 | - | 4246 | -
[power by group]
part           internal (µW)  switching [µW]
clock network              0               0
logic                   1500            1220
registers                  0               0
total                   1500            1220
[cell usage after synthesis, drive strengths merged]
master / count / area, µm²
nor2b: 2 / 12.5
a31oi: 1 / 6.26
and2: 1 / 6.26
nand4: 1 / 6.26
xor3: 2 / 47.6
o22ai: 3 / 18.8
a211oi: 15 / 123
xnor3: 42 / 946
clkbuf: 14 / 52.6
mux2: 28 / 338
a21o: 6 / 45.0
a21oi: 41 / 303
mux2i: 68 / 701
nand3b: 3 / 22.5
xor2: 102 / 908
a21boi: 1 / 7.51
o31a: 1 / 8.76
inv: 3 / 11.3
buf: 78 / 552
xnor2: 305 / 2680
o21ai: 12 / 60.1
and4: 1 / 8.76
a22o: 1 / 8.76
o2bb2ai: 1 / 8.76
nor2: 162 / 608
nand2: 389 / 1480
nand2b: 2 / 12.5
[area by class of cell]
cell class | count | share of cell area
multi-input combinational | 1190 | 0.799
timing repair buffer | 199 | 0.173
tap | 225 | 0.0269
inverter | 3 | 0.00107
Power and IR drop assume default switching activity.
